===== ./design.v =====
`timescale 1ns / 1ps
module spiControl(
input  clock,  
input  reset,
input [7:0] data_in,
input  load_data,  
output reg done_send, 
output     spi_clock, 
output reg spi_data
);
reg [2:0] counter=0;
reg [2:0] dataCount;
reg [7:0] shiftReg;
reg [1:0] state;
reg clock_10;
reg CE;
assign spi_clock = (CE == 1) ? clock_10 : 1'b1;
always @(posedge clock)
begin
    if(counter != 4)
        counter <= counter + 1;
    else
        counter <= 0;
end
initial
    clock_10 <= 0;
always @(posedge clock)
begin
    if(counter == 4)
        clock_10 <= ~clock_10;
end
localparam IDLE = 'd0,
           SEND = 'd1,
           DONE = 'd2;
always @(negedge clock_10)
begin
    if(reset)
    begin
        state <= IDLE;
        dataCount <= 0;
        done_send <= 1'b0;
        CE <= 0;
        spi_data <= 1'b1;
    end
    else
    begin
        case(state)
            IDLE:begin
                if(load_data)
                begin
                    shiftReg <= data_in;
                    state <= SEND;
                     dataCount <= 0;
                end
            end
            SEND:begin
                spi_data <= shiftReg[7];
                shiftReg <= {shiftReg[6:0],1'b0};
                CE <= 1;
                if(dataCount != 7)
                    dataCount <= dataCount + 1;
                else
                begin
                    state <= DONE;
                end
            end
            DONE:begin
                CE <= 0;
                done_send <= 1'b1;
                if(!load_data)
                begin
                    done_send <= 1'b0;
                    state <= IDLE;
                end
            end
        endcase
    end
end
endmodule

===== ./run.sh =====
#!/bin/bash
# OpenROAD 26Q1-2900-gdf79404cd8, Yosys 0.63+post, stock flow scripts
make -C /OpenROAD-flow-scripts/flow DESIGN_CONFIG=/design/flow/config.mk WORK_HOME=/design/flow/orfs finish

===== ./config.mk =====
export PLATFORM = sky130hd
export DESIGN_NAME = spiControl
export DESIGN_NICKNAME = spiControl
export VERILOG_FILES = /design/flow/design.v
export SDC_FILE = /design/flow/constraint.sdc
export NUM_CORES = 4
export LEC_CHECK = 1
export CORE_AREA = 10 10 82 82
export DIE_AREA = 0 0 92 92

===== ./constraint.sdc =====
current_design spiControl

set clk_period 1.4
set clk_io_pct 0.2

create_clock -name clk0 -period $clk_period [get_ports {clock}]

set non_clock_inputs [all_inputs -no_clocks]
set_input_delay [expr $clk_period * $clk_io_pct] -clock clk0 $non_clock_inputs
set_output_delay [expr $clk_period * $clk_io_pct] -clock clk0 [all_outputs]

==> job_summary.md <==
### Flow metrics

| Metric | Value |
|---|---|
| DR DRC count | `0` |
| Worst vdd ir | `0.196 mV` |
| Category of the most critical setup path | `reg2out` |
| Diode count | `0` |
| Dpl ws | `0.254 ns` |
| Distinct lib cells | `22` |
| Fmax | `919 MHz` |
| Starting DRC count in detailed routing | `53` |
| # Cells Yosys | `72` |
| CTS Root Cell | `clkbuf_8` |
| CTS Buf Count | `3` |
| Synth warn | `1` |
| DR pass1 iterations | `4` |
| Number of vias per cell | `3.57` |
| Status | `finished clean` |
| PD cells | `384 mW/mm^2` |
| H-Tree Depth | `1` |
| Max-area cell share | `30.7%` |
| Floorplan row count | `26` |
| Global-route usage over all layers | `3.66%` |
| Register pins left without a clock | `17` |
| Routed WL | `1540 um` |
| Worst Setup Slack, final | `0.312 ns` |
| Seq cells post-synth | `21` |
| Worst setup SP type | `register` |
| Met3 Usage GRT | `2.14%` |
| CP Data Required Time | `1.12 ns` |
| Synth area leader | `edfxtp_1` |
| Met1 Usage GRT | `4.71%` |
| Dominant comb cell | `multiplexers` |
| Final Hold Viols | `0` |
| Pre-Place Util | `17.3%` |
| Worst-path maximum fanout | `2` |
| Clock transition at the registers of the reported paths | `0.03 ns` |
| RePlAce Congestion | `0.754` |
| First-pass GRT wire length | `2550 um` |
| Max-slew violation count | `0` |
| Final period utilization | `77.7%` |
| Met2 GRT Util | `5.35%` |
| Wire length per cell | `9.83 um` |
| XOR/XNOR share of the synthesized area | `0%` |
| Mapped Avg Cell Area | `12.2 um^2` |
| Initial antenna violation count | `0` |
| CORE AREA | `0.00507 mm^2` |
| Clock skew | `0.00399 ns` |
| Clock tree from TritonCTS | `built` |
| Max cap viols | `0` |
| Area grow syn2layout | `28.0%` |
| Final min period | `1.09 ns` |
| Post-synthesis instance area | `880 um^2` |
| Final setup fails | `0` |
| Number of flops mapped to enable cells by yosys | `9` |
| HPWL after detailed placement | `1150 um` |
| I/O pin cnt | `14` |
| Layout Cells excl Fill | `157` |
| CP endpoint kind | `output pin` |
| RSZ-0062 raised after global routing | `no` |
| Via count | `561` |
| Cells after synthesis | `72` |
| FF-to-FF setup slack | `0.35 ns` |
| Buffers on Ports | `13` |
| Antenna viol nets, final | `0` |
| Largest net degree at the start of global routing | `20` |
| Min-delay worst type | `reg2reg` |
| Number of hold buffers added after CTS | `0` |
| Endpoints left unconstrained | `27` |
| Worst Max-Slew Pin Slew | `0.655 ns` |
| Ratio of cells with drive above 1 in the final layout | `14.9%` |
| Post-Synth Simple-Gate Area | `12.1%` |
| Clk buf depth | `2` |
| Die ar. | `0.00846 mm^2` |
| Slew headroom | `56.3%` |
| CTS resizes | `0` |
| Die Ht | `92 um` |
| Critical Path AT | `0.81 ns` |
| Log Warnings | `26` |
| Die X | `92 um` |
| Adder share | `5.69%` |
| Grt peak-use layer | `met2` |
| Leakage | `0.398 nW` |
| Setup TNS | `0 ns` |
| Insertion Delay late pin | `0.22 ns` |
| Post-synth seq share | `58.0%` |
| Fill cells | `544` |
| Aoi share | `6.97%` |
| Post-CTS setup buffers | `0` |
| Commonest flop | `dfxtp_1` |
| Mux share | `12.9%` |
| Top cell type by instance count after synthesis | `dfxtp_1` |
| Placed insts | `153` |
| Top post-synthesis cells by count | `dfxtp_1 (12), edfxtp_1 (9), mux2_2 (7)` |
| Async set-reset flop share out of synthesis | `0%` |
| Yosys synthesis chip area | `880 um^2` |
| Top cells, area | `edfxtp_1 (31%), dfxtp_1 (27%), mux2_2 (9.0%), ha_1 (5.7%), a21oi_1 (3.4%)` |
| Vias in the first global route | `538` |
| Global route overflow | `0` |
==> cells by family (layout without fill, tap and decap cells) <==
kind of cell | after synthesis | in the layout
compound gates | 11 | 11
fa+ha+maj | 4 | 4
buf+inv | 6 | 21
flops | 21 | 21
mux | 10 | 10
simple gates | 20 | 20
==> sequential cells by signal (all words and copies together) (netlist names) <==
name and cells:
state 3, counter 3, dataCount 3, clock_10 1, spi_data 1, done_send 1
CE 1, shiftReg 8
==> worst paths after layout <==
kind                    startpoint                    end  depth (start not counted)
min          counter[0]$_SDFF_PN0_  counter[0]$_SDFF_PN0_                          1
max reg2reg  counter[0]$_SDFF_PN0_     clock_10$_DFFE_PN_                          3
max             clock_10$_DFFE_PN_              spi_clock                          3
min reg2reg  counter[0]$_SDFF_PN0_  counter[0]$_SDFF_PN0_                          1
==> through the flow <==
| step | utilization, % | power (W) | hold WS (ns) | cell area (um^2) |
|---|---|---|---|---|
| 2_1_floorplan | - | 0.000145 | 0.417 | 880 |
| 3_3_place_gp | 21.3 | 0.000177 | 0.428 | 1080 |
| 3_5_place_dp | 21.3 | 0.000177 | 0.439 | 1080 |
| 4_1_cts | 22.1 | 0.000440 | 0.450 | 1120 |
| 5_1_grt | 22.2 | 0.000454 | 0.455 | 1130 |
| 6_report | 22.2 | 0.000433 | 0.451 | 1130 |
==> power breakdown <==
part	switching (W)	leakage (nW)	internal (W)	total, W
clock network	0.0000622	0.0228	0.000195	0.000257
registers	0	0.183	0.000125	0.000125
logic	0.0000171	0.193	0.0000342	0.0000513
total	0.0000793	0.398	0.000353	0.000433
==> metal layers <==
layer | routed length, um | up-vias
met4 | 8 | 0
li1 | - | 286
met3 | 126 | 2
met2 | 664 | 15
met1 | 744 | 258
met5 | 0 | -
==> area by class of cell <==
class / instances / area, um^2 / area share, %
Tap cell: 70 / 87.6 / 7.78
Multi-Input combinational cell: 45 / 332 / 29.4
Inverter: 3 / 11.3 / 1.00
Timing Repair Buffer: 14 / 140 / 12.4
Sequential cell: 21 / 510 / 45.3
Clock buffer: 4 / 45.0 / 4.00
==> placed cells by master, fill, tap and decap left out, drive strengths merged <==
cell,Yosys,routed
nand2,4,4
nand4,2,2
dfxtp,12,12
nor3,1,1
and2,2,2
nand4b,1,1
a21oi,6,6
ha,4,4
inv,3,3
nor2,4,4
nor2b,3,3
a211o,1,1
o21bai,1,1
mux2,8,8
edfxtp,9,9
buf,2,1
clkbuf,1,4
dlymetal6s2s,0,1
o21ai,3,3
nand2b,3,3
clkdlybuf4s50,0,12
mux2i,2,2
==> critical path, stage by stage, from the launching register on <==
cell and delay (ns):
edfxtp_1 0.36, inv_2 0.06, nand2_1 0.04, dlymetal6s2s_1 0.12
No activity file was given, so power comes from the tool's default toggle rates.
