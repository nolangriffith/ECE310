`./design.v`:
```
`timescale 1ns / 1ps
module delayGen(
    input clock,
    input delayEn,  
    output reg delayDone   
    );
reg [17:0] counter;    
always @(posedge clock)
begin
    if(delayEn & counter!=200000)  
        counter <= counter+1;
    else
        counter <= 0;
end
always @(posedge clock)
begin
    if(delayEn & counter==200000) 
        delayDone <= 1'b1;
    else
        delayDone <= 1'b0;
end
endmodule
```
`./run.sh`:
```
#!/bin/bash
# OpenROAD 26Q1-2900-gdf79404cd8, Yosys 0.63+post, stock flow scripts
make -C /OpenROAD-flow-scripts/flow DESIGN_CONFIG=/design/flow/config.mk WORK_HOME=/design/flow/orfs finish
```
`./config.mk`:
```
export PLATFORM = sky130hd
export DESIGN_NAME = delayGen
export DESIGN_NICKNAME = delayGen
export VERILOG_FILES = /design/flow/design.v
export SDC_FILE = /design/flow/constraint.sdc
export NUM_CORES = 4
export LEC_CHECK = 1
export CORE_AREA = 10 10 76 76
export DIE_AREA = 0 0 86 86
```
`./constraint.sdc`:
```
current_design delayGen

set clk_period 3.0
set clk_io_pct 0.2

create_clock -name clk0 -period $clk_period [get_ports {clock}]

set non_clock_inputs [all_inputs -no_clocks]
set_input_delay [expr $clk_period * $clk_io_pct] -clock clk0 $non_clock_inputs
set_output_delay [expr $clk_period * $clk_io_pct] -clock clk0 [all_outputs]
```
==> results_slide.txt <==
Implementation Results

Clock network
  • Reg clk slew, reported paths: 60 ps
  • Hold buffer count at CTS: 0
  • TritonCTS clock tree: yes
  • Number of buffers added by the clock tree synthesis step: 3
  • Bufs on Longest Clock Path: 2
  • Num Clock Sinks: 19
  • Clock insertion delay at the later pin of the skew report: 250 ps
  • Post-CTS Setup Bufs: 0
  • Post-CTS Resized: 0
  • Level count of the clock H-tree: 1
  • Buffer cell driving the clock tree root: clkbuf_8

STA
  • Final tally of max-slew violations: 0
  • Fin. Hold Viols: 0
  • Final Skew: 3.13 ps
  • Final Worst Setup Slack: 1000 ps
  • Unrepaired setup endpoints after global routing: no
  • Share of the clock period used by the worst path after layout: 66.7%
  • Fmax: 500 MHz
  • Setup-failing EPs final: 0
  • Worst hold slack: 499 ps
  • Sum of negative setup slack: 0 ps
  • Slew HR: 49.5%
  • Slew @ Worst Pin: 757 ps
  • Min cycle time layout: 2000 ps

Floorplan
  • Area of the core: 4120 sq um
  • I/O pin count: 3
  • Core Util at FP: 21.6%
  • Die extent in x: 86 um
  • Row cnt: 23
  • Die span in y: 86 um
  • Die Size: 7400 sq um

Setup path
  • Worst Setup Start Kind: register
  • Crit. End Element: register
  • Data required time at the worst endpoint: 3110 ps
  • Type of the worst setup path: reg -> reg
  • Critical Path Fanout Max: 18
  • Arrival time worst endpoint: 2110 ps

Yosys
  • Cell count listed in synth_stat.txt: 98
  • Syn Area/Cell: 9.09 sq um
  • Post-synthesis cell count: 98
  • Chip area line of the yosys report: 891 sq um
  • Yosys reg bits: 19
  • Yosys warning tally: 1
  • Distinct cells, synth: 23
  • Share of synthesized area occupied by flip-flops and latches: 42.7%
  • Combined area of all synthesized cells: 891 sq um

Global route
  • Largest net degree at the start of global routing: 19
  • Total congestion overflow: 0
  • Initial antenna violation count: 0
  • Combined global-route utilization of all metal layers: 4.07%
  • Vias in the first global route: 564
  • First-pass GRT wire length: 2560 um

Flow run
  • Number of warnings in the stage logs: 26
  • # Max-Cap Violations: 0

Pwr
  • Leak Pwr: 0.000310 uW
  • Final Total Pwr: 444 uW
  • Power per cell area: 441 nW/um^2
  • Largest voltage drop on the vdd net: 0.197 mV

Drt
  • Count of TritonRoute iterations in the first routing pass: 4
  • Total wire length: 1470 um
  • Iter 0 DRT Violations: 41
  • Remaining antenna violation count after routing: 0
  • Post-route DRC violation count: 0
  • Via count of the routed design: 642
  • Vias per inst: 4.22
  • Number of antenna cells inserted: 0
  • Routed length per placed instance: 9.68 um

Placed design
  • Weighted congestion reported at the end of routability-driven placement: 0.861
  • HPWL after detailed placement: 1090 um
  • Number of buffers inserted by port buffering: 2
  • Placed Cells: 148
  • Setup slack after placement: 986 ps

Layout
  • Fraction of final layout cells sized beyond drive strength 1: 7.84%
  • Synthesis-to-layout area growth: 12.9%
  • Sequential cell area: 380 sq um
  • Layout Cells excl Fill: 152
  • Area taken by multi-input logic gates: 472 sq um
  • # fillers: 434

Outcome
  • Status: completed

Worst hold path
  • Class of the most critical hold timing path: reg -> reg
-- cell usage in the layout (no fill, tap or decap) --
master,count
ha_1,2
inv_1,7
dfxtp_1,19
or4_4,1
nand4_1,6
nand2_1,2
nor4_1,7
o21ai_0,1
nand3_1,6
nand4b_1,1
clkbuf_8,3
o31ai_4,1
nand4_2,2
nor2_1,19
xnor2_1,11
or3_1,1
nor3_1,2
nor4b_1,1
clkbuf_1,1
a21oi_2,1
and4_1,1
clkdlybuf4s50_1,2
or4bb_1,1
xor2_1,4
-- path summary, 6_finish.rpt --
| path | from | endpoint | slack, ps | cells after the start |
|---|---|---|---|---|
| worst min-delay path | counter[0] | counter[0] | 500 | 1 |
| worst max-delay path | counter[0] | counter[15] | 1000 | 5 |
| worst max register to register | counter[0] | counter[15] | 1000 | 5 |
| worst min register to register | counter[0] | counter[0] | 500 | 1 |
-- worst max-delay path, cell delays in order (launching register included) --
cell     delay [ps]
dfxtp_1         360
inv_1            70
ha_1            130
or4bb_1         540
o31ai_4         650
nor2_1          110
-- flip-flops by register name, summed over array words and instances (netlist names) --
name	cells
counter	18
delayDone	1
-- report_power, final --
group | internal, uW | switching [uW]
logic | 6.35 | 8.53
clock network | 94.1 | 73.9
registers | 256 | 5.08
total | 356 | 87.5
-- cell type report --
type / instances / area share [%]
Tap cell: 50 / 6.22
Sequential cell: 19 / 37.8
Clock buffer: 4 / 4.48
Inverter: 7 / 2.61
Multi-Input combinational cell: 70 / 46.9
Timing Repair Buffer: 2 / 1.99
-- through the flow --
stage	instance area (sq um)	utilization, %
finish	1010	24.4
global route	1010	24.4
CTS	1010	24.4
detailed placement	961	23.4
global placement	961	23.4
floorplan	891	-
-- routing by layer --
metal	up-vias	GRT usage (%)	routed length (um)
li1	347	-	-
met1	284	5.51	755
met2	9	5.88	607
met3	2	1.91	82
met4	0	0.599	25
met5	-	0	0
-- synth_stat cells (all sizes together) --
library cell | number | area, sq um
dfxtp | 19 | 380
nor2 | 19 | 71.3
xnor2 | 11 | 96.3
nand4 | 8 | 62.6
inv | 7 | 26.3
nor4 | 7 | 43.8
nand3 | 6 | 30.0
xor2 | 4 | 35.0
buf | 2 | 12.5
ha | 2 | 25.0
nand2 | 2 | 7.51
nor3 | 2 | 10.0
a21oi | 1 | 8.76
and4 | 1 | 8.76
nand4b | 1 | 8.76
nor4b | 1 | 8.76
o21ai | 1 | 5.00
o31ai | 1 | 21.3
or3 | 1 | 6.26
or4 | 1 | 11.3
or4bb | 1 | 11.3
-- kinds of logic (layout without fill, tap and decap cells) --
family                     count (synthesis)  in the layout  synth area share (%)
and+or+nand+nor                           50             50                  31.5
DFF                                       19             19                  42.7
xor gates and xnor gates                  15             15                  14.7
buffers and inverters                      9             13                  4.35
AOI/OAI and AO/OA                          3              3                  3.93
adders and majority gates                  2              2                  2.81
Power figures rest on the tool's default switching activity, not on a simulated workload.
