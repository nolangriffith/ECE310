File: config.mk
export PLATFORM = sky130hd
export DESIGN_NAME = charROM
export DESIGN_NICKNAME = charROM
export VERILOG_FILES = /design/flow/design.v
export SDC_FILE = /design/flow/constraint.sdc
export NUM_CORES = 4
export LEC_CHECK = 1
export CORE_UTILIZATION = 30
export SYNTH_MEMORY_MAX_BITS = 65536
File: constraint.sdc
current_design charROM

set clk_period 4.9
set clk_io_pct 0.2

create_clock -name clk0 -period $clk_period

set non_clock_inputs [all_inputs -no_clocks]
set_input_delay [expr $clk_period * $clk_io_pct] -clock clk0 $non_clock_inputs
set_output_delay [expr $clk_period * $clk_io_pct] -clock clk0 [all_outputs]
File: design.v
`timescale 1ns / 1ps
module charROM(
input [6:0] addr,
output [63:0] data 
    );
reg [63:0] mem [127:0];  
initial
begin  
    mem[0] = 'h0000000000000000;
    mem[1] = 'h0000000000000000;
    mem[2] = 'h0000000000000000;
    mem[3] = 'h0000000000000000;
    mem[4] = 'h0000000000000000;
    mem[5] = 'h0000000000000000;
    mem[6] = 'h0000000000000000;
    mem[7] = 'h0000000000000000;
    mem[8] = 'h0000000000000000;
    mem[9] = 'h0000000000000000;
    mem[10] = 'h0000000000000000;
    mem[11] = 'h0000000000000000;
    mem[12] = 'h0000000000000000;
    mem[13] = 'h0000000000000000;
    mem[14] = 'h0000000000000000;
    mem[15] = 'h0000000000000000;
    mem[16] = 'h0000000000000000;
    mem[17] = 'h0000000000000000;
    mem[18] = 'h0000000000000000;
    mem[19] = 'h0000000000000000;
    mem[20] = 'h0000000000000000;
    mem[21] = 'h0000000000000000;
    mem[22] = 'h0000000000000000;
    mem[23] = 'h0000000000000000;
    mem[24] = 'h0000000000000000;
    mem[25] = 'h0000000000000000;
    mem[26] = 'h0000000000000000;
    mem[27] = 'h0000000000000000;
    mem[28] = 'h0000000000000000;
    mem[29] = 'h0000000000000000;
    mem[30] = 'h0000000000000000;
    mem[31] = 'h0000000000000000;
    mem[32] = 'h0000000000000000;
    mem[33] = 'h0000005f00000000;  
    mem[34] = 'h0000030003000000;
    mem[35] = 'h643c26643c262400;
    mem[36] = 'h2649497f49493200;
    mem[37] = 'h4225120824522100;
    mem[38] = 'h20504e5522582800;
    mem[39] = 'h0000000300000000;
    mem[40] = 'h00001c2241000000;
    mem[41] = 'h00000041221c0000;
    mem[42] = 'h0015150e0e151500;
    mem[43] = 'h0008083e08080000;
    mem[44] = 'h0000005030000000;
    mem[45] = 'h0008080808080000;
    mem[46] = 'h0000004000000000;
    mem[47] = 'h4020100804020100;
    mem[48] = 'h003e4141413e0000;
    mem[49] = 'h0000417f40000000;
    mem[50] = 'h00426151496e0000;
    mem[51] = 'h0022414949360000;
    mem[52] = 'h001814127f100000;
    mem[53] = 'h0027494949710000;
    mem[54] = 'h003c4a4948700000;
    mem[55] = 'h004321110d030000;
    mem[56] = 'h0036494949360000;
    mem[57] = 'h00060949291e0000;
    mem[58] = 'h0000001200000000;
    mem[59] = 'h0000005230000000;
    mem[60] = 'h0000081414220000;
    mem[61] = 'h0014141414141400;
    mem[62] = 'h0000221414080000;
    mem[63] = 'h0002015905020000;
    mem[64] = 'h3e415d554d512e00;
    mem[65] = 'h407c4a094a7c4000; 
    mem[66] = 'h417f494949493600;
    mem[67] = 'h1c22414141412200;
    mem[68] = 'h417f414141221c00;
    mem[69] = 'h417f49495d416300;
    mem[70] = 'h417f49091d010300;
    mem[71] = 'h1c224149493a0800;
    mem[72] = 'h417f0808087f4100;
    mem[73] = 'h0041417F41410000;
    mem[74] = 'h304041413F010100;
    mem[75] = 'h417f080c12614100;
    mem[76] = 'h417f414040406000;
    mem[77] = 'h417f420c427f4100;
    mem[78] = 'h417f420c117f0100;
    mem[79] = 'h1c22414141221c00;
    mem[80] = 'h417f490909090600;
    mem[81] = 'h0c12212161524c00;
    mem[82] = 'h417f090919694600;
    mem[83] = 'h6649494949493300;
    mem[84] = 'h0301417f41010300;
    mem[85] = 'h013f4140413f0100;
    mem[86] = 'h010f3140310f0100;
    mem[87] = 'h011f6114611f0100;
    mem[88] = 'h4141360836414100;
    mem[89] = 'h0103447844030100;
    mem[90] = 'h4361514945436100;
    mem[91] = 'h00007f4141000000;
    mem[92] = 'h0102040810204000;
    mem[93] = 'h000041417f000000;
    mem[94] = 'h0004020101020400;
    mem[95] = 'h0040404040404000;
    mem[96] = 'h0001020000000000;
    mem[97] = 'h00344a4a4a3c4000;
    mem[98] = 'h00413f4848483000;
    mem[99] = 'h003c424242240000;
    mem[100] = 'h00304848493f4000;
    mem[101] = 'h003c4a4a4a2c0000;
    mem[102] = 'h0000487e49090000;
    mem[103] = 'h00264949493f0100;
    mem[104] = 'h417f480444784000;
    mem[105] = 'h0000447d40000000;
    mem[106] = 'h000040443d000000;
    mem[107] = 'h417f101824424200;
    mem[108] = 'h0040417f40400000;
    mem[109] = 'h427e027c027e4000;
    mem[110] = 'h427e4402427c4000;
    mem[111] = 'h003c4242423c0000;
    mem[112] = 'h00417f4909090600;
    mem[113] = 'h00060909497f4100;
    mem[114] = 'h00427e4402020400;
    mem[115] = 'h00644a4a4a360000;
    mem[116] = 'h00043f4444200000;
    mem[117] = 'h00023e4040227e40;
    mem[118] = 'h020e3240320e0200;
    mem[119] = 'h021e6218621e0200;
    mem[120] = 'h4262140814624200;
    mem[121] = 'h0143453805030100;
    mem[122] = 'h004662524a466200;
    mem[123] = 'h0000083641000000;
    mem[124] = 'h0000007f00000000;
    mem[125] = 'h0000004136080000;
    mem[126] = 'h0018080810101800;
    mem[127] = 'hAA55AA55AA55AA55;
end    
    assign data = mem[addr];  
endmodule
File: run.sh
#!/bin/bash
# OpenROAD 26Q1-2900-gdf79404cd8, Yosys 0.63+post, stock flow scripts
make -C /OpenROAD-flow-scripts/flow DESIGN_CONFIG=/design/flow/config.mk WORK_HOME=/design/flow/orfs finish
==> Slide: Implementation Results <==
Key Metrics from the Run

Clock tree
  – Number of buffers added for setup after CTS: 0
  – Number of cells upsized or downsized after cts: 0
  – Cts-stage hold buffer count: 0

Drt
  – Met3 wirelength from detailed routing: about 5200 um
  – Number of design-rule violations left by the first detailed-router iteration: 1594
  – Post-DRT Antenna Nets: 0
  – First-pass detailed-route iteration total: 6
  – Total detailed-routing wirelength: between 30000 and 40000 um
  – Met1 wire length: roughly 11000 um
  – Number of vias per cell: about 7
  – Length of routed met2 wiring: about 12000 um
  – Average wire per cell in the routed design: about 28 um
  – Top routing layer used: met4
  – Total via count in the routed design: 7529
  – DRC: 0

Layout
  – Layout cells sized above 1: between 10% and 20%
  – FFs & Latches: 0
  – Final standard cell count with taps included and fillers excluded: 1102
  – Area growth from synthesis to layout: 27.93%
  – Area of all placed cells without fillers: roughly 6200 sq um
  – Flip-flop and latch area: 0 sq um
  – Clock buf count: 0

Final timing
  – Top achievable clock speed: 205.3 MHz
  – Setup violations, final: 0
  – Worst Max-Slew Pin Slew: 0.7630 ns
  – Smallest hold slack: roughly 2.7 ns
  – Total Neg Setup Slack: 0 ns
  – Max-slew headroom: ~48%
  – Final critical-path required period: approximately 5 ns
  – Setup repair after global routing missed its margin: no
  – Crit share post-route: 99.40%
  – Final Hold Fails: 0
  – Slew Viols, Final: 0

Global routing
  – Congestion Overflow GR: 0
  – Maximum number of pins on one net before global-route repair: 58
  – All-layer global routing usage: 36.53%
  – Vias in the first global route: between 6000 and 7000
  – Number of antenna violations at the first check in global routing: 3
  – Global-route wire length before repair: between 40000 and 50000 um

Yosys
  – AND/OR/NAND/NOR Cells, Area Fraction: between 20% and 30%
  – Summed instance area of the synthesized netlist: about 5000 sq um
  – Main area contributors: sky130_fd_sc_hd__o21ai_0 (10%), sky130_fd_sc_hd__a21oi_1 (8.2%), sky130_fd_sc_hd__nand2_1 (7.0%)
  – Number of warnings reported in the yosys synthesis log: 1
  – Synthesis area per yosys: ~5000 sq um
  – Cell count listed in synth_stat.txt: between 800 and 900
  – Post-Synthesis Cells: 809
  – Number of library cell types mapped by synthesis: 81
  – Multiplexer share of the synthesized area: 4.637%
  – Mean instance size in the synthesized netlist: 6.036 sq um
  – Xor/xnor share of the synthesized area: less than 1%
  – Count leader, synth: sky130_fd_sc_hd__o21ai_0
  – Adder and majority gate portion of the synthesized area: under 10%
  – Complex Gates by Area: 48.76%
  – Proportion of netlist area held by the largest area contributor: approximately 10%
  – Largest area contributor in the netlist: sky130_fd_sc_hd__o21ai_0
  – Post-synthesis sequential area ratio: 0%
  – Commonest cells post-synth: sky130_fd_sc_hd__o21ai_0 (99), sky130_fd_sc_hd__nand2_1 (91), sky130_fd_sc_hd__a21oi_1 (80), sky130_fd_sc_hd__nor2_1 (61), sky130_fd_sc_hd__buf_2 (47)
  – Main logic family: AND-OR/OR-AND gates

Power
  – Pwr per Cell Area: ~110 nW/um^2
  – Net switching power: 0.4157 mW
  – Switching part of the total power: about three fifths
  – Power consumption: around 0.69 mW
  – VDD IR max: approximately 49 uV
  – Part of the power in the clock network: 0%
  – Internal: roughly 0.28 mW
  – Share of power burned in combinational logic: approximately 100%
  – Leak: 2.341 nW
  – Part of the total power dissipated in sequential elements: 0%

Run
  – Warning total across the stage logs: 51
  – Number of violations of the max-capacitance limit: 0

Run status
  – Result of the run: completed

Worst setup path
  – Highest fanout seen on the critical path: 16
  – Cells along the critical path: clkdlybuf4s50_1 -> buf_6 -> buf_4 -> fa_2 -> nor2_1 -> a21oi_1 -> o211ai_1 -> a32o_1 -> clkdlybuf4s50_1
  – Family with the most delay on the worst path: buffers and inverters
  – Count of buffer and inverter cells on the critical path: 4
  – Classification of the worst setup path: primary input to output port
  – Startpoint type of the worst setup path: primary input
  – Crit end category: output port
  – Critical Path Max Stage Delay: between 0.5 and 0.6 ns
  – Master of the slowest instance on the critical path: sky130_fd_sc_hd__fa_2
  – Data arrival time of the critical path: ~3.9 ns
  – Data required time of the critical path: between 3 and 4 ns
  – Cell type with the highest occurrence count on the critical path: sky130_fd_sc_hd__clkdlybuf4s50_1

Die
  – Die height: roughly 130 um
  – Number of top-level design ports: slightly above 70
  – Die x size: approximately 130 um
  – Standard cell core area: roughly 16000 sq um
  – Chip Footprint: ~17000 sq um
  – Starting density of the core: a little under a third
  – Placement Rows: ~46

Placement
  – Dpl hpwl: 22370 um
  – Placed inst area: approximately 6200 sq um
  – Final estimated routing congestion in global placement: 1.154
  – Number of port buffers: around 64
  – Post-Place Cells: about 1100

Min path
  – Worst min path class: primary input to output port
[per-stage QoR]
step                setup slack [ns]  utilization (%)
finish                       0.02938            39.33
global route                0.002509            39.30
CTS                          0.05723            39.01
detailed placement           0.05769            39.01
global placement            0.008856            39.01
floorplan                     0.6766                -
[cells by family after synthesis]
logic type | Yosys count
AND-OR/OR-AND | 362
adder cells (fa/ha/maj) | 22
multiplexers | 16
buffers and inverters | 130
AND/OR/NAND/NOR | 277
other | 1
XOR/XNOR | 1
[path summary, 6_finish.rpt]
kind / start / to / slack, ns / cells past startpoint
setup / recovery: addr[1] / data[62] / 0.03 / 9
hold / removal: addr[5] / data[37] / 2.70 / 4
[cell type report]
type | instances | area, sq um
Tap cell | 216 | 270.3
Fill cell | 1763 | 9638
Multi-Input combinational cell | 685 | 4305
Timing Repair Buffer | 188 | 1625
Antenna cell | 2 | 5.005
Inverter | 11 | 41.29
[power by group through the flow]
stage	registers, mW	logic (mW)	clock network [mW]
final	0	0.694	0.0000000379
after global routing	0	0.719	0
after CTS	0	0.652	0
[layer usage]
layer | up-vias | GRT usage (%)
li1 | 3192 | -
met1 | 3350 | 48.33
met2 | 777 | 49.54
met3 | 210 | 14.63
met4 | 0 | 21.75
met5 | - | 0
[layout by cell type (no fill, tap or decap), types with 24 or more instances in the layout]
cell | synthesis | layout
sky130_fd_sc_hd__nor2b_1 | 25 | 24
sky130_fd_sc_hd__nor2_1 | 61 | 61
sky130_fd_sc_hd__o211ai_1 | 24 | 24
sky130_fd_sc_hd__clkdlybuf4s50_1 | 0 | 60
sky130_fd_sc_hd__o21ai_0 | 99 | 98
sky130_fd_sc_hd__nand2_1 | 91 | 91
sky130_fd_sc_hd__nand3_1 | 26 | 26
sky130_fd_sc_hd__a21oi_1 | 80 | 79
sky130_fd_sc_hd__buf_4 | 17 | 121
Power is estimated from default activity; no workload was simulated.
